$ cat design/flow/design.v
`timescale 1ns / 1ps
module ALU (
    input [31: 0] A, B,
    input [2: 0] ALUctr,
    output wire [31: 0] Result,
    output wire Overflow, Z
);
    wire SUBctr, OVctr, SIGctr;
    wire [1: 0] OPctr;
    ALUCTR aluctr (
        .ALUctr(ALUctr),
        .SUBctr(SUBctr),
        .OVctr(OVctr),
        .SIGctr(SIGctr),
        .OPctr(OPctr)
    );
    wire [31: 0] ext_SUBctr;
    BEXT bext1 (
        .datain(SUBctr),
        .dataout(ext_SUBctr)
    );
    wire [31: 0] realB;
    assign realB = B ^ ext_SUBctr;
    wire [31: 0] F;
    wire OF, SF, CF;
    wire __ignore_for_adder__;
    Adder32 adder (
        .A(A),
        .B(realB),
        .F(F),
        .Cin(SUBctr),
        .Cout(__ignore_for_adder__),
        .ZF(Z),
        .OF(OF),
        .SF(SF),
        .CF(CF)
    );
    assign Overflow = OVctr & OF;
    wire [31: 0] orresult;
    assign orresult = A | B;
    wire SFxorOF;
    assign SFxorOF = SF ^ OF;
    wire x1;
    MUX1X2 mux1 (
        .X1(SFxorOF),
        .X0(CF),
        .S(SIGctr),
        .Y(x1)
    );
    wire [31: 0] _32h0, _32h1;
    assign _32h0 = 32'h0;
    assign _32h1 = 32'h1;
    wire [31: 0] out2;
    MUX32X2 mux2 (
        .X1(_32h1),
        .X0(_32h0),
        .S(x1),
        .Y(out2)
    );
    wire [31: 0] __ignore_for_mux3__;
    MUX32X4 mux3 (
        .X3(__ignore_for_mux3__),
        .X2(out2),
        .X1(orresult),
        .X0(F),
        .S(OPctr),
        .Y(Result)
    );
endmodule
`timescale 1ns / 1ps
module ALUCTR (
  input  [2:0] ALUctr,  
  output       SUBctr,  
  output [1:0] OPctr,   
  output       OVctr,   
  output       SIGctr   
);
  assign SUBctr  = ALUctr[2];
  assign OVctr   = !ALUctr[1] & ALUctr[0];
  assign SIGctr  = ALUctr[0];
  assign OPctr[1] = ALUctr[2] & ALUctr[1];
  assign OPctr[0] = !ALUctr[2] & ALUctr[1] & !ALUctr[0];
endmodule
`timescale 1ns / 1ps
module Adder16 (
  input  [15:0] A,
  input  [15:0] B,
  input         Cin,
  output [15:0] F,
  output        Px,
  output        Gx,
  output        C14
);
  wire C15, C11, C7, C3;
  wire Pm3, Pm2, Pm1, Pm0;
  wire Gm3, Gm2, Gm1, Gm0;
  Adder4 U3 (
    .X(A[15:12]),
    .Y(B[15:12]),
    .Cin(C11),
    .Cout(),
    .F(F[15:12]),
    .Gm(Gm3),
    .Pm(Pm3),
    .C2(C14)
  );
  Adder4 U2 (
    .X(A[11:8]),
    .Y(B[11:8]),
    .Cin(C7),
    .Cout(),
    .F(F[11:8]),
    .Gm(Gm2),
    .Pm(Pm2),
    .C2()
  );
  Adder4 U1 (
    .X(A[7:4]),
    .Y(B[7:4]),
    .Cin(C3),
    .Cout(),
    .F(F[7:4]),
    .Gm(Gm1),
    .Pm(Pm1),
    .C2()
  );
  Adder4 U0 (
    .X(A[3:0]),
    .Y(B[3:0]),
    .Cin(Cin),
    .Cout(),
    .F(F[3:0]),
    .Gm(Gm0),
    .Pm(Pm0),
    .C2()
  );
  assign C3  = Gm0 + (Pm0 & Cin);
  assign C7  = Gm1 + (Pm1 & Gm0) + (Pm1 & Pm0 & Cin);
  assign C11 = Gm2 + (Pm2 & Gm1) + (Pm2 & Pm1 & Gm0) + (Pm2 & Pm1 & Pm0 & Cin);
  assign Px  = Pm3 & Pm2 & Pm1 & Pm0;
  assign Gx  = Gm3 + (Pm3 & Gm2) + (Pm3 & Pm2 & Gm1) + (Pm3 & Pm2 & Pm1 & Gm0);
endmodule
`timescale 1ns / 1ps
module Adder32 (
  input  [31:0] A,      
  input  [31:0] B,      
  output [31:0] F,      
  input         Cin,    
  output        Cout,   
  output        OF,     
  output        SF,     
  output        ZF,     
  output        CF      
);
  wire Gx1, Gx0, Px1, Px0;
  wire C15, C31, C30;
  Adder16 LW (
    .A(A[15:0]),
    .B(B[15:0]),
    .Cin(Cin),
    .F(F[15:0]),
    .Px(Px0),
    .Gx(Gx0),
    .C14()
  );
  Adder16 HW (
    .A(A[31:16]),
    .B(B[31:16]),
    .Cin(C15),
    .F(F[31:16]),
    .Px(Px1),
    .Gx(Gx1),
    .C14(C30)
  );
  assign C15  = Gx0 + (Px0 & Cin);
  assign C31  = Gx1 + (Px1 & Gx0) + (Px1 & Px0 & Cin);
  assign Cout = C31;
  assign OF   = C31 ^ C30;
  assign SF   = F[31];
  assign ZF   = ~|F;
  assign CF   = Cout ^ Cin;
endmodule
`timescale 1ns / 1ps
module Adder4 (
  input  [3:0] X,      
  input  [3:0] Y,      
  input        Cin,    
  output       Cout,   
  output [3:0] F,      
  output       Gm,
  output       Pm,
  output       C2
);
  wire [3:0] G, P, C;
  FA L3 (
    .X(X[3]),
    .Y(Y[3]),
    .C(C[2]),
    .F(F[3]),
    .G(G[3]),
    .P(P[3])
  );
  FA L2 (
    .X(X[2]),
    .Y(Y[2]),
    .C(C[1]),
    .F(F[2]),
    .G(G[2]),
    .P(P[2])
  );
  FA L1 (
    .X(X[1]),
    .Y(Y[1]),
    .C(C[0]),
    .F(F[1]),
    .G(G[1]),
    .P(P[1])
  );
  FA L0 (
    .X(X[0]),
    .Y(Y[0]),
    .C(Cin),
    .F(F[0]),
    .G(G[0]),
    .P(P[0])
  );
  CLA4 CLA (
    .G3(G[3]),
    .G2(G[2]),
    .G1(G[1]),
    .G0(G[0]),
    .P3(P[3]),
    .P2(P[2]),
    .P1(P[1]),
    .P0(P[0]),
    .C3(C[3]),
    .C2(C[2]),
    .C1(C[1]),
    .C0(C[0]),
    .Cin(Cin)
  );
  assign Cout = C[3];
  assign C2   = C[2];
  assign Gm   = G[3] + (P[3] & G[2]) + (P[3] & P[2] & G[1]) + (P[3] & P[2] & P[1] & G[0]);
  assign Pm   = P[3] & P[2] & P[1] & P[0];
endmodule
`timescale 1ns / 1ps
module BEXT (
  input         datain,     
  output [31:0] dataout     
);
  assign dataout = {32{datain}};
endmodule
`timescale 1ns / 1ps
module CLA4 (
  input  G3,   
  input  G2,   
  input  G1,   
  input  G0,   
  input  P3,   
  input  P2,   
  input  P1,   
  input  P0,   
  output C3,   
  output C2,   
  output C1,   
  output C0,   
  input  Cin   
);
  assign C0 = G0 + (P0 & Cin);
  assign C1 = G1 + (P1 & G0) + (P1 & P0 & Cin);
  assign C2 = G2 + (P2 & G1) + (P2 & P1 & G0) + (P2 & P1 & P0 & Cin);
  assign C3 = G3 + (P3 & G2) + (P3 & P2 & G1) + (P3 & P2 & P1 & G0) + (P3 & P3 & P1 & P0 & Cin);
endmodule
`timescale 1ns / 1ps
module FA (
  input  X,   
  input  Y,   
  input  C,   
  output F,   
  output G,   
  output P    
);
  assign F = X ^ Y ^ C;
  assign G = X & Y;
  assign P = X + Y;
endmodule
`timescale 1ns / 1ps
module MUX1X2 (
    input X1, X0,
    input S,
    output wire Y
);
    assign Y = S ? X1 : X0;
endmodule
`timescale 1ns / 1ps
module MUX32X2 (
    input [31: 0] X1, X0,
    input S,
    output wire [31: 0] Y
);
    assign Y = S ? X1 : X0;
endmodule
`timescale 1ns / 1ps
module MUX32X4 (
    input [31: 0] X3, X2, X1, X0,
    input [1: 0] S,
    output wire [31: 0] Y
);
    assign Y = S == 2'b11 ? X3 :
               S == 2'b10 ? X2 :
               S == 2'b01 ? X1 :
                            X0;
endmodule
`timescale 1ns / 1ps
module Ext (
  input  [15:0] imm16,   
  input         ExtOp,   
  output [31:0] Extout   
);
  assign Extout = ExtOp ? {{16{imm16[15]}}, imm16} : {16'h0000, imm16};
endmodule
`timescale 1ns / 1ps
module STAGE_EX (
    input              Clk,                     
    input      [31:0]  EXin_PC4,                
    input      [31:0]  EXin_Jtarg,              
    input      [31:0]  EXin_busA,               
    input      [31:0]  EXin_busB,               
    input      [4:0]   EXin_Rs,                 
    input      [4:0]   EXin_Rt,                 
    input      [4:0]   EXin_Rd,                 
    input      [5:0]   EXin_func,                
    input      [15:0]  EXin_immd,                
    input              EXin_RegWr,               
    input              EXin_ALUSrc,             
    input              EXin_RegDst,             
    input              EXin_MemtoReg,           
    input              EXin_MemWr,              
    input              EXin_Branch,             
    input              EXin_Jump,               
    input              EXin_ExtOp,              
    input              EXin_R_type,             
    input      [2:0]   EXin_ALUop,               
    input      [31:0]  MEM_ALUout,              
    input      [4:0]   MEM_Rw,                  
    input              MEM_RegWr,               
    input      [31:0]  WR_RegDin,               
    input      [4:0]   WR_Rw,                   
    input              WR_RegWr,                
    output     [31:0]  EXout_Btarg,              
    output     [31:0]  EXout_Jtarg,              
    output     [31:0]  EXout_busB,               
    output     [31:0]  EXout_ALUout,            
    output     [4:0]   EXout_Rw,                 
    output             EXout_Zero,               
    output             EXout_Overflow,           
    output             EXout_RegWr,              
    output             EXout_MemtoReg,           
    output             EXout_MemWr,              
    output             EXout_Branch,             
    output             EXout_Jump                
);
    wire [31:0] EX_ext_immd;
    Ext ext_inst (
        .imm16(EXin_immd),
        .ExtOp(EXin_ExtOp),
        .Extout(EX_ext_immd)
    );
    wire [1:0] ALUSrcA_ctrl, ALUSrcB_ctrl;
    DetUnit forward_unit (
        .E_Rs(EXin_Rs),
        .E_Rt(EXin_Rt),
        .E_ALUSrc(EXin_ALUSrc),
        .M_Rw(MEM_Rw),
        .W_Rw(WR_Rw),
        .M_RegWr(MEM_RegWr),
        .W_RegWr(WR_RegWr),
        .ALUSrcA(ALUSrcA_ctrl),
        .ALUSrcB(ALUSrcB_ctrl)
    );
    wire [31:0] ALU_A;
    assign ALU_A = (ALUSrcA_ctrl == 2'b01) ? MEM_ALUout :
                   (ALUSrcA_ctrl == 2'b10) ? WR_RegDin :
                   EXin_busA;
    wire [31:0] forwarded_busB;
    assign forwarded_busB = (ALUSrcB_ctrl == 2'b01) ? MEM_ALUout :
                            (ALUSrcB_ctrl == 2'b10) ? WR_RegDin :
                            EXin_busB;
    wire [31:0] ALU_B;
    assign ALU_B = EXin_ALUSrc ? EX_ext_immd : forwarded_busB;
    wire [31:0] ALU_result;
    wire ALU_overflow, ALU_zero;
    ALU alu_inst (
        .A(ALU_A),
        .B(ALU_B),
        .ALUctr(EXin_ALUop),
        .Result(ALU_result),
        .Overflow(ALU_overflow),
        .Z(ALU_zero)
    );
    wire [31:0] EX_shifted_immd = EX_ext_immd << 2;
    assign EXout_Btarg = EXin_PC4 + EX_shifted_immd;
    assign EXout_Jtarg    = EXin_Jtarg;
    assign EXout_busB     = forwarded_busB;   
    assign EXout_ALUout   = ALU_result;
    assign EXout_Rw       = EXin_RegDst ? EXin_Rd : EXin_Rt;
    assign EXout_Zero     = ALU_zero;
    assign EXout_Overflow = ALU_overflow;
    assign EXout_RegWr    = EXin_RegWr;
    assign EXout_MemtoReg = EXin_MemtoReg;
    assign EXout_MemWr    = EXin_MemWr;
    assign EXout_Branch   = EXin_Branch;
    assign EXout_Jump     = EXin_Jump;
endmodule
`timescale 1ns / 1ps
module DetUnit (
    input  [4:0] E_Rs,      
    input  [4:0] E_Rt,      
    input        E_ALUSrc,  
    input  [4:0] M_Rw,      
    input  [4:0] W_Rw,      
    input        M_RegWr,   
    input        W_RegWr,   
    output [1:0] ALUSrcA,   
    output [1:0] ALUSrcB    
);
    wire C1A = M_RegWr && (M_Rw == E_Rs);
    wire C1B = M_RegWr && (M_Rw == E_Rt);
    wire C2A = W_RegWr && (W_Rw == E_Rs);
    wire C2B = W_RegWr && (W_Rw == E_Rt);
    assign ALUSrcA = C1A ? 2'b01 : C2A ? 2'b10 : 2'b00;
    assign ALUSrcB = E_ALUSrc ? 2'b11 : C1B ? 2'b01 : C2B ? 2'b10 : 2'b00;
endmodule
$ cat design/flow/run.sh
#!/bin/bash
# OpenROAD 26Q1-2900-gdf79404cd8, Yosys 0.63+post, stock flow scripts
make -C /OpenROAD-flow-scripts/flow DESIGN_CONFIG=/design/flow/config.mk WORK_HOME=/design/flow/orfs finish
$ cat design/flow/config.mk
export PLATFORM = sky130hd
export DESIGN_NAME = STAGE_EX
export DESIGN_NICKNAME = STAGE_EX
export VERILOG_FILES = /design/flow/design.v
export SDC_FILE = /design/flow/constraint.sdc
export NUM_CORES = 4
export LEC_CHECK = 1
export CORE_AREA = 10 10 225 225
export DIE_AREA = 0 0 235 235
$ cat design/flow/constraint.sdc
current_design STAGE_EX

set clk_period 28.7
set clk_io_pct 0.2

create_clock -name clk0 -period $clk_period

set non_clock_inputs [all_inputs -no_clocks]
set_input_delay [expr $clk_period * $clk_io_pct] -clock clk0 $non_clock_inputs
set_output_delay [expr $clk_period * $clk_io_pct] -clock clk0 [all_outputs]
==> impl_metrics.py <==
# Generated from Yosys and OpenROAD reports
metrics = {
    "synth": {
        "syn_area_per_cell_sq_um": 6.84,
        "synth_warnings": 32,
        "ys_seq_share_pct": 0,
        "top_area_cell": "ha_1",
        "area_leaders": "ha_1 12%, xnor2_1 11%, mux2i_1 11%, nand2_1 7.6%, xor2_1 7.4%",
        "synth_top_area_share_pct": 11.9,
        "yosysMostFrequentCell": "nand2_1",
        "yosysChipArea_sq_mm": 0.00640,
        "synth.distinct_cells": 59,
        "synth_stat.cells": 937,
        "syn_area_sq_mm": 0.00640,
        "synth_cells": 937,
        "netlist_top_cells_count": "130 x nand2_1, 84 x xnor2_1, 73 x mux2i_1",
    },
    "clock_network": {
        "cts-resized-gates": 0,
        "cts_setup_buffers": 0,
        "cts-hold-fix-buffers": 0,
    },
    "route": {
        "drtAntennaViolNets": 0,
        "wl_per_cell_microns": 18.1,
        "first_pass_iters": 4,
        "antennaDiodeCount": 0,
        "initialDrtViolationCount": 369,
        "wl_microns": 32200,
        "vias": 7357,
        "vias_per_cell": 4.13,
        "drc_errors": 0,
    },
    "critical_path": {
        "critPathArrivalTime_ps": 15560,
        "end_kind": "output port",
        "slowest_delay_ps": 560,
        "start_kind": "primary input",
        "cp.required_ps": 22960,
        "crit_buf_inv": 4,
        "cpLargestDelayFamily": "multiplexers",
        "crit_fanout": 23,
        "crit_path_top_delay_cell": "clkdlybuf4s50_1",
        "critPathKind": "primary input to output port",
        "cp_common_cell": "mux2i_1",
    },
    "timing": {
        "slew_violations": 0,
        "hold_viol": 0,
        "max_freq_mhz": 47.0,
        "min_period_ps": 21300,
        "worst_pin_slew_ps": 903,
        "slew_headroom_pct": 38.2,
        "finalSetupViolCount": 0,
        "period_used_pct": 74.2,
        "rsz0062_at_grt": "false",
        "fin_tns_setup_ps": 0,
    },
    "final_layout": {
        "finish.utilization_pct": 21.7,
        "fillers": 5015,
        "nFlopsAndLatches": 0,
        "area_growth_pct": 54.7,
        "layout-drive-gt1-share_pct": 3.05,
        "final_cell_area_sq_mm": 0.00991,
        "seqCellArea_sq_um": 0,
        "clockBufferCount": 0,
    },
    "global_route": {
        "antenna_found_initial": 0,
        "grt_overflow": 0,
        "grt_pass1_wl_microns": 47300,
        "track_usage_pct": 11.2,
        "grt_pass1_vias": 7392,
        "grt_max_degree": 44,
    },
    "pwr": {
        "leakage_nw": 3.71,
        "peakVddDrop_uv": 12.0,
        "p_per_area_mw_per_mm2": 28.0,
    },
    "die": {
        "die_w_microns": 235,
        "rows": 78,
        "initCoreUtil_pct": 14.1,
        "dieHeight_microns": 235,
        "core_area_sq_mm": 0.0456,
        "die_area_sq_mm": 0.0552,
        "ios": 394,
    },
    "place": {
        "place.gp.congestion": 0.882,
        "hpwl_microns": 27700,
        "port_buffers": 308,
        "dpl_cell_area_sq_mm": 0.00991,
    },
    "hold_path": {
        "hold_class": "primary input to output port",
    },
    "status": {
        "status": "complete, no violations",
    },
    "flow_run": {
        "maxCapViolCount": 0,
        "openroad.warnings": 40,
    },
}
## metal layers
layer | wire (microns) | GRT usage [%]
met5 | 0 | 0
met4 | 267 | 0.858
met3 | 1740 | 2.16
met2 | 15600 | 19.4
met1 | 14700 | 14.5
## area by class of cell
cell class	instances	area (sq um)	area share, %
inverters	42	158	1.59
well taps	600	751	7.58
repair buffers	323	3190	32.2
multi-input cells	815	5810	58.6
## logic make-up after synthesis
| family | after synthesis | synth area share (%) |
|---|---|---|
| compound gates | 218 | 21.2 |
| xor+xnor | 138 | 18.9 |
| fa+ha+maj | 69 | 14.4 |
| buf+inv | 122 | 9.45 |
| mux | 83 | 13.5 |
| simple gates | 307 | 22.6 |
## where the power goes
part | switching [mW] | leakage [nW] | total [mW] | internal, mW
registers | 0 | 0 | 0 | 0
clock network | 0 | 0 | 0 | 0
logic | 0.128 | 3.71 | 0.277 | 0.149
## final timing paths
path,startpoint,to,slack [ps],cells past startpoint
worst max-delay path,EXin_Rt[0],EXout_Zero,7400,31
worst min-delay path,EXin_Branch,EXout_Branch,11480,0
## cells in the final DEF (no fill, tap or decap), types with 4 or more instances in the layout
cell type,Yosys,final
clkdlybuf4s50_1,0,307
nand2_1,130,130
xnor2_1,84,84
mux2i_1,73,73
nor2_1,64,63
ha_1,61,61
a21oi_1,58,58
o21ai_0,55,55
xor2_1,54,54
inv_1,41,41
nand2b_1,21,21
a22oi_1,17,17
nor2b_1,15,15
buf_4,39,15
nand3_1,13,13
o21ai_1,12,12
nand4_1,10,10
and2_1,9,9
o21a_1,9,9
nor4_1,8,8
nor3_1,8,8
a221oi_1,8,8
a31oi_1,8,8
fa_1,8,8
a21o_1,7,7
mux2_2,7,7
a211oi_1,7,7
a21boi_0,6,6
o2111ai_1,6,6
o211ai_1,5,5
and3b_1,4,4
or3_1,4,4
## per-stage QoR
| step | hold slack (ps) | setup WS [ps] | power [mW] | instances |
|---|---|---|---|---|
| 4_1_cts | 11480 | 7170 | 0.284 | 1780 |
| 2_1_floorplan | 11550 | 9990 | 0.144 | 937 |
| 5_1_grt | 11480 | 6530 | 0.307 | 1780 |
| 6_report | 11480 | 7400 | 0.277 | 1780 |
| 3_5_place_dp | 11480 | 7220 | 0.282 | 1780 |
| 3_3_place_gp | 11480 | 7330 | 0.281 | 1780 |
Power figures rest on the tool's default switching activity, not on a simulated workload.
