==> flow/design.v <==
`timescale 1ns / 1ps
module REG_ID_EX (
    input Clk,                                     
    input Clrn,                                    
    input bubble,                                  
    input MEM_PCSrc,                               
    input [31:0] ID_PC4,                          
    input [31:0] ID_Jtarg,                        
    input [31:0] ID_busA,                         
    input [31:0] ID_busB,                         
    input [4:0] ID_Rs,                            
    input [4:0] ID_Rt,                            
    input [4:0] ID_Rd,                            
    input [5:0] ID_func,                          
    input [15:0] ID_immd,                         
    input ID_RegWr,                               
    input ID_ALUSrc,                              
    input ID_RegDst,                              
    input ID_MemtoReg,                            
    input ID_MemWr,                               
    input ID_Branch,                              
    input ID_Jump,                                
    input ID_ExtOp,                               
    input [2:0] ID_ALUop,                         
    input ID_R_type,                              
    output reg [31:0] EX_PC4,                     
    output reg [31:0] EX_Jtarg,                   
    output reg [31:0] EX_busA,                    
    output reg [31:0] EX_busB,                    
    output reg [4:0] EX_Rs,                       
    output reg [4:0] EX_Rt,                       
    output reg [4:0] EX_Rd,                       
    output reg [5:0] EX_func,                     
    output reg [15:0] EX_immd,                    
    output reg EX_RegWr,                          
    output reg EX_ALUSrc,                         
    output reg EX_RegDst,                         
    output reg EX_MemtoReg,                       
    output reg EX_MemWr,                          
    output reg EX_Branch,                         
    output reg EX_Jump,                           
    output reg EX_ExtOp,                          
    output reg [2:0] EX_ALUop,                    
    output reg EX_R_type                          
);
    always @(negedge Clk) begin
        if (!Clrn || MEM_PCSrc) begin
            EX_PC4     <= 32'h0;
            EX_Jtarg   <= 32'h0;
            EX_busA    <= 32'h0;
            EX_busB    <= 32'h0;
            EX_Rs      <= 5'h0;
            EX_Rt      <= 5'h0;
            EX_Rd      <= 5'h0;
            EX_func    <= 6'h0;
            EX_immd    <= 16'h0;
            EX_ALUop   <= 3'h0;
            EX_RegWr   <= 1'b0;
            EX_ALUSrc  <= 1'b0;
            EX_RegDst  <= 1'b0;
            EX_MemtoReg <= 1'b0;
            EX_MemWr   <= 1'b0;
            EX_Branch  <= 1'b0;
            EX_Jump    <= 1'b0;
            EX_ExtOp   <= 1'b0;
            EX_R_type  <= 1'b0;
        end
        else if (bubble) begin
            EX_PC4     <= ID_PC4;
            EX_Jtarg   <= ID_Jtarg;
            EX_busA    <= ID_busA;
            EX_busB    <= ID_busB;
            EX_Rs      <= ID_Rs;
            EX_Rt      <= ID_Rt;
            EX_Rd      <= ID_Rd;
            EX_func    <= ID_func;
            EX_immd    <= ID_immd;
            EX_ALUop   <= ID_ALUop;
            EX_RegWr   <= 1'b0;   
            EX_ALUSrc  <= ID_ALUSrc;
            EX_RegDst  <= ID_RegDst;
            EX_MemtoReg <= 1'b0;
            EX_MemWr   <= 1'b0;
            EX_Branch  <= 1'b0;
            EX_Jump    <= 1'b0;
            EX_ExtOp   <= ID_ExtOp;
            EX_R_type  <= ID_R_type;
        end
        else begin
            EX_PC4     <= ID_PC4;
            EX_Jtarg   <= ID_Jtarg;
            EX_busA    <= ID_busA;
            EX_busB    <= ID_busB;
            EX_Rs      <= ID_Rs;
            EX_Rt      <= ID_Rt;
            EX_Rd      <= ID_Rd;
            EX_func    <= ID_func;
            EX_immd    <= ID_immd;
            EX_ALUop   <= ID_ALUop;
            EX_RegWr   <= ID_RegWr;
            EX_ALUSrc  <= ID_ALUSrc;
            EX_RegDst  <= ID_RegDst;
            EX_MemtoReg <= ID_MemtoReg;
            EX_MemWr   <= ID_MemWr;
            EX_Branch  <= ID_Branch;
            EX_Jump    <= ID_Jump;
            EX_ExtOp   <= ID_ExtOp;
            EX_R_type  <= ID_R_type;
        end
    end
endmodule
==> flow/run.sh <==
#!/bin/bash
# OpenROAD 26Q1-2900-gdf79404cd8, Yosys 0.63+post, stock flow scripts
make -C /OpenROAD-flow-scripts/flow DESIGN_CONFIG=/design/flow/config.mk WORK_HOME=/design/flow/orfs finish
==> flow/config.mk <==
export PLATFORM = sky130hd
export DESIGN_NAME = REG_ID_EX
export DESIGN_NICKNAME = REG_ID_EX
export VERILOG_FILES = /design/flow/design.v
export SDC_FILE = /design/flow/constraint.sdc
export NUM_CORES = 4
export LEC_CHECK = 1
export CORE_AREA = 10 10 218 218
export DIE_AREA = 0 0 228 228
==> flow/constraint.sdc <==
current_design REG_ID_EX

set clk_period 1.0
set clk_io_pct 0.2

create_clock -name clk0 -period $clk_period [get_ports {Clk}]

set non_clock_inputs [all_inputs -no_clocks]
set_input_delay [expr $clk_period * $clk_io_pct] -clock clk0 $non_clock_inputs
set_output_delay [expr $clk_period * $clk_io_pct] -clock clk0 [all_outputs]
==> results.sh <==
# yosys + openroad results
export IMPL_status="complete, but fails checks"
export IMPL_violations="negative setup slack"
export IMPL_syn_area_sq_um=5380
export IMPL_nFillCells=4563
export IMPL_top_area_share_pct=65.9
export IMPL_ys_flops=177
export IMPL_synth_largest_area_cell="dfxtp_1"
export IMPL_grt_use_total_pct=8.44
export IMPL_path_max_fanout=1
export IMPL_grt_pass1_vias=5646
export IMPL_vias_per_cell=3.26
export IMPL_highest_layer="met5"
export IMPL_synth_area_per_cell_sq_um=13.7
export IMPL_crit_family="flip-flops"
export IMPL_syn2layout_area_growth_pct=90.0
export IMPL_gp_congestion=0.811
export IMPL_drt_met1_wl_um=9190
export IMPL_synth_chip_area_sq_um=5380
export IMPL_powerDensity_nw_per_um2=1780
export IMPL_wl_met2_um=9660
export IMPL_cp_start_kind="register"
export IMPL_max_stage_delay_ns=0.35
export IMPL_power_mw=18.2
export IMPL_htreeDepth=4
export IMPL_netlist_top_cells_area="dfxtp_1 (66%), and3b_1 (21%), and3b_2 (8.6%), buf_2 (2.8%), buf_6 (0.84%)"
export IMPL_fin_area_sq_um=10200
export IMPL_setup_viol=181
export IMPL_numPlacedInstances=1313
export IMPL_hpwl_um=16300
export IMPL_core_rowCount=76
export IMPL_hold_viol_final=0
export IMPL_setup_worst_path_end_class="output port"
export IMPL_holdPathEnd="EX_busB[2]$_SDFF_NP0_"
export IMPL_hold_slack_ns=0.525
export IMPL_ctsLongestPathBuffers=2
export IMPL_coreArea_sq_um=42900
export IMPL_antenna_cells=0
export IMPL_dpl_cell_area_sq_um=9650
export IMPL_post_place_ws_ns=-0.663
export IMPL_utilization_pct=23.8
export IMPL_setup_tns_ns=-103.54
export IMPL_vias=4964
export IMPL_clock_sinks=177
export IMPL_slew_headroom_pct=79.1
export IMPL_dieHeight_um=228
export IMPL_ys_types=9
export IMPL_required_ns=0.80
export IMPL_hold_path_class="in2reg"
export IMPL_wire_per_inst_um=14.8
export IMPL_route_detailed_drc=0
export IMPL_crit_buf_inv=1
export IMPL_worst_ep_arrival_time_ns=1.46
export IMPL_max_vdd_ir_drop_mv=1.12
export IMPL_die_area_sq_um=52000
export IMPL_hold_buffers=0
export IMPL_cts_root_buf="clkbuf_16"
export IMPL_synthCells=393
export IMPL_layout_setup_ws_ns=-0.657
export IMPL_antenna_found_initial=3
export IMPL_lay_top_count="inv_1"
export IMPL_maxSlewViolCount=0
export IMPL_p_leak_nw=5.68
export IMPL_grt_pass1_wl_um=32900
export IMPL_fp_utilization_pct=12.5
export IMPL_routed_wl_um=22500
export IMPL_drt_iter0_markers=124
export IMPL_clkTransAtPathRegs_ns=0.03
export IMPL_cts_made_buffers=17
export IMPL_post_cts_buffers=0
export IMPL_cts_tree="done"
export IMPL_crit_chain="buf_2"
export IMPL_warning_count=205
export IMPL_grt_start_max_net_pins=81
export IMPL_fp_dieW_um=228
export IMPL_tightest_slew_ns=0.313
export IMPL_timing_worst_setup_path_type="reg2out"
export IMPL_synth_warnings=1
export IMPL_ys_seq_share_pct=65.9
export IMPL_layoutNonFillerInstCount=1523
export IMPL_numPortBuffers=357
export IMPL_ys_cells=393
export IMPL_cap_viol_max_count=0
export IMPL_wl_met3_um=2970
export IMPL_layout_top_cells_excl_fill_tap="inv_1 (179), clkdlybuf4s50_1 (176), buf_2 (164), dfxtp_1 (135), and3b_1 (126)"
export IMPL_critical_path_slowest_cell="dfxtp_2"
export IMPL_top_level_ports=358
export IMPL_rsz0062_at_grt="true"
export IMPL_hold_depth=2
export IMPL_first_pass_iters=4
export IMPL_ant_nets=0
export IMPL_drive_gt1_share_pct=34.0
export IMPL_grt_ovfl_total=0
export IMPL_hold_start="Clrn"
[flip-flops by register name, summed over array words and instances, names as in the netlist, 3 cells and up]
signal / cells
EX_immd: 16
EX_PC4: 32
EX_Jtarg: 32
EX_Rd: 5
EX_Rs: 5
EX_busA: 32
EX_busB: 32
EX_Rt: 5
EX_ALUop: 3
EX_func: 6
[layer usage]
metal | global-route usage, % | vias to the layer above
met2 | 11.9 | 309
li1 | - | 2416
met5 | 0 | -
met4 | 3.98 | 4
met3 | 6.34 | 34
met1 | 9.27 | 2201
[area by class of cell]
cell class	count	area, sq um	share of cell area [%]
Clock buffer	17	425	4.16
Multi-Input combinational cell	177	1630	15.9
Clock inverter	192	798	7.81
Sequential cell	177	3610	35.3
Timing Repair Buffer	375	3030	29.7
Tap cell	585	732	7.16
[synth_stat cells]
| library cell | instances |
|---|---|
| and4bb_2 | 3 |
| buf_6 | 4 |
| nor4bb_1 | 2 |
| dfxtp_1 | 177 |
| buf_2 | 30 |
| inv_1 | 1 |
| and3b_2 | 46 |
| clkbuf_1 | 4 |
| and3b_1 | 126 |
[worst max-delay path by stage]
stage / slack [ns] / startpoint / endpoint / depth (start not counted)
4_1_cts: -0.70 / EX_Branch$_SDFF_NP0_ / EX_Branch / 1
5_1_grt: -0.70 / EX_Rd[0]$_SDFF_NP0_ / EX_Rd[0] / 1
6_report: -0.66 / EX_Jump$_SDFF_NP0_ / EX_Jump / 1
[where the power goes]
| group | total, mW | switching [mW] | leakage (nW) | internal (mW) |
|---|---|---|---|---|
| Clock | 9.15 | 4.77 | 1.22 | 4.38 |
| Sequential | 7.48 | 0.0746 | 1.47 | 7.40 |
| Combinational | 1.57 | 0.451 | 2.99 | 1.12 |
[timing repair]
item | in CTS | in global routing
cloned | 1 | 1
resized | 615 | 35
setup endpoints to repair | 183 | 292
pin swaps | 2 | 0
[cell families (layout without fill, tap and decap cells)]
group                  after synthesis  after routing  synth area share [%]
DFF                                177            177                  65.9
and+or+nand+nor                    177            177                  30.1
buffers and inverters               39            584                  3.98
No activity file was given, so power comes from the tool's default toggle rates.
