$ cat flow/run.sh
#!/bin/bash
# OpenROAD 26Q1-2900-gdf79404cd8, Yosys 0.63+post, stock flow scripts
make -C /OpenROAD-flow-scripts/flow DESIGN_CONFIG=/design/flow/config.mk WORK_HOME=/design/flow/orfs finish
$ cat flow/config.mk
export PLATFORM = sky130hd
export DESIGN_NAME = STAGE_MEM
export DESIGN_NICKNAME = STAGE_MEM
export VERILOG_FILES = /design/flow/design.v
export SDC_FILE = /design/flow/constraint.sdc
export NUM_CORES = 4
export LEC_CHECK = 1
export CORE_UTILIZATION = 30
$ cat flow/constraint.sdc
current_design STAGE_MEM

set clk_period 7.6
set clk_io_pct 0.2

create_clock -name clk0 -period $clk_period [get_ports {Clk}]

set non_clock_inputs [all_inputs -no_clocks]
set_input_delay [expr $clk_period * $clk_io_pct] -clock clk0 $non_clock_inputs
set_output_delay [expr $clk_period * $clk_io_pct] -clock clk0 [all_outputs]
$ cat flow/design.v
`timescale 1ns / 1ps
module DataRAM (
  input        CLK,       
  input        WE,        
  input  [31:0] DataIn,   
  input  [31:0] Address,  
  output [31:0] DataOut   
);
  reg [31:0] RAM[31:0];  
  always @(negedge CLK) begin
    if (WE) RAM[Address[4:0]] <= DataIn;  
  end
  assign DataOut = RAM[Address[4:0]];  
  integer i;  
  initial begin
    for (i = 0; i < 32; i = i + 1) RAM[i] = 32'h80000000 + i;
  end
endmodule
`timescale 1ns / 1ps
module STAGE_MEM (
    input              Clk,                     
    input      [31:0]  MEMin_Btarg,             
    input      [31:0]  MEMin_Jtarg,             
    input      [31:0]  MEMin_busB,              
    input      [31:0]  MEMin_ALUout,            
    input      [4:0]   MEMin_Rw,                
    input      [4:0]   MEMin_Rt,                
    input              MEMin_Zero,               
    input              MEMin_Overflow,          
    input              MEMin_RegWr,             
    input              MEMin_MemtoReg,          
    input              MEMin_MemWr,             
    input              MEMin_Branch,            
    input              MEMin_Jump,               
    input      [31:0]  WR_RegDin,               
    input      [4:0]   WR_Rw,                   
    input              WR_RegWr,                
    output     [31:0]  MEMout_Dout,             
    output     [31:0]  MEMout_ALUout,           
    output     [31:0]  MEMout_Btarg_or_Jtarg,   
    output     [4:0]   MEMout_Rw,               
    output             MEMout_Overflow,         
    output             MEMout_MemtoReg,         
    output             MEMout_RegWr,            
    output             MEMout_PCSrc             
);
    wire mem_forward_busB;
    DetUnit_MEM det_mem (
        .M_Rt(MEMin_Rt),
        .W_Rw(WR_Rw),
        .W_RegWr(WR_RegWr),
        .M_MemWr(MEMin_MemWr),
        .forward_busB(mem_forward_busB)
    );
    wire [31:0] DataIn_forward;
    assign DataIn_forward = mem_forward_busB ? WR_RegDin : MEMin_busB;
    wire [31:0] mem_dout;
    DataRAM data_ram (
        .CLK(Clk),
        .WE(MEMin_MemWr),
        .DataIn(DataIn_forward),   
        .Address(MEMin_ALUout),
        .DataOut(mem_dout)
    );
    assign MEMout_Dout       = mem_dout;
    assign MEMout_ALUout     = MEMin_ALUout;
    assign MEMout_Btarg_or_Jtarg = MEMin_Jump ? MEMin_Jtarg : MEMin_Btarg;
    assign MEMout_Rw         = MEMin_Rw;
    assign MEMout_Overflow   = MEMin_Overflow;
    assign MEMout_MemtoReg   = MEMin_MemtoReg;
    assign MEMout_RegWr      = MEMin_RegWr;
    assign MEMout_PCSrc      = MEMin_Jump | (MEMin_Branch & MEMin_Zero);
endmodule
`timescale 1ns / 1ps
module DetUnit_MEM (
    input  [4:0] M_Rt,      
    input  [4:0] W_Rw,      
    input        W_RegWr,   
    input        M_MemWr,   
    output       forward_busB  
);
    assign forward_busB = M_MemWr && W_RegWr && (W_Rw == M_Rt) && (W_Rw != 5'd0);
endmodule
==> deck_impl_summary.md <==
Key Metrics from the Run

Status
  – Status: finished, final reports clean

Placement
  – GP Congestion: 0.8349
  – Detailed Place HPWL: about 64,000 um
  – Placement Setup Slack: -0.1134 ns
  – IO buf count: 218

Clock network
  – Clock sink total: around 1,000
  – CTS clk-pin slew, worst paths: 0.04 ns
  – CTS Buf Count: 106
  – TritonCTS clock tree: done
  – Cts hold-fix bufs: 0
  – Root buffer cell: clkbuf_16
  – H-tree Lvls: 3
  – Clock tree buffer depth: 3

Timing
  – Final setup vio count: 0
  – Hold Vio Cnt, Final: 0
  – Slew headroom: 0.4561
  – Worst-Margin Slew: 0.8158 ns
  – Fin worst setup slack: between 0.09 and 0.1 ns
  – Slew Viols, Final: 0

Floorplan
  – Core Box Area: 0.1336 mm2
  – Total die area: 0.1362 mm2
  – Core Rows: 134
  – Die W: 369.1 um
  – Starting density of the core: 0.3025
  – I/O pin cnt: 289
  – Die height: 369.1 um

Global routing
  – First-pass GRT wire length: 161,200 um
  – Grt total ovfl: 0
  – Initial antenna violation count: 1
  – Vias in the first global route: about 27,000
  – Total Routing Usage GR: 0.1741
  – Largest net degree at the start of global routing: 47

Route
  – Detailed Routing Iterations Pass 1: 36
  – Wire length per cell: 20.72 um
  – Vias: roughly 25,000
  – Wirelength, routed: 111,800 um
  – DR vias/cell: 4.610
  – Initial drt markers: between 1,000 and 1,500
  – Final ANT Viol Nets: 0
  – DRC Markers: 0

Yosys
  – Yosys cell count: 2,199
  – Number of enable flip-flop cells: a little over 1,000
  – FFs w/ async S/R, synth: 0
  – Top cells by area: edfxtp_1 76%, mux2i_1 13%, o22ai_1 3.5%, mux2_2 1.4%, buf_2 1.1%
  – Commonest flop: edfxtp_1
  – Count leader, synth: edfxtp_1
  – Post-synthesis sequential area ratio: 0.7606
  – Syn Inst Count: approximately 2,200
  – Flops & latches, synth: 1,024
  – Syn. warnings: 1
  – Post-synth cell types: 31
  – Share of the synthesized area in the top cell type: 0.7606
  – Top cells by count, synth: 1,024 x edfxtp_1, 512 x mux2i_1, 225 x o22ai_1
  – Area leader, netlist: edfxtp_1
  – Mapped cell area: just over 0.04 mm2
  – Avg Synthesized Cell Area: around 18 um2
  – YS chip area: slightly above 0.04 mm2

Final layout
  – Area Overhead vs Synth: 34.96%
  – Share of cells above drive strength 1: 0.1489
  – Max reg flops: 1,024
  – Filler cell count: around 12,000

Setup path
  – Startpoint Class: flop
  – Worst path bufs/invs: 1
  – CP Cell Sequence: mux2i_2, o22ai_2, nor4_4, nand2_2, dlygate4sd2_1
  – Crit Path Category: reg2out
  – Max stage delay on crit path: 0.38 ns
  – CP required: 6.08 ns
  – CP max FO: 1
  – Worst Path Arrival: 5.99 ns
  – Cell family with most CP delay: simple AND/OR/NAND/NOR gates
  – Cell at the slowest stage of the critical path: edfxtp_1
  – CP Capture Type: output pin

Power and ir drop
  – Leakage: 22.83 nW
  – Power Total: 14.88 mW
  – Cell Pwr Density: 272.6 mW/mm2
  – Max rail drop VDD: about 0.2 mV

Hold path
  – Worst hold path type: in2out

Run
  – # Max-Cap Violations: 0
  – Warning total across the stage logs: 1,029
## stage by stage
step / utilization / TNS [ns] / area (um2) / instances / hold slack [ns]
after floorplan: - / -449.50 / 40450 / 2199 / 3.103
after global placement: 0.3470 / -103.50 / 46370 / 4178 / 3.040
after detailed placement: 0.3470 / -56.12 / 46370 / 4178 / 3.040
after CTS: 0.4071 / -0.1215 / 54400 / 5395 / 3.040
after global routing: 0.4083 / -0.003340 / 54560 / 5395 / 3.040
final: 0.4083 / 0 / 54560 / 5396 / 3.040
## final timing paths
kind,from,to,slack [ns],depth (start not counted)
min,MEMin_ALUout[11],MEMout_ALUout[11],3.04,0
max,data_ram.RAM[26][23],MEMout_Dout[23],0.09,5
## final cells by class
| type | instances | area [um2] | share of cell area |
|---|---|---|---|
| antenna | 1 | 2.502 | 0.00004586 |
| clock buffer | 108 | 2703 | 0.04953 |
| clock inverter | 1110 | 5097 | 0.09343 |
| inverter | 1 | 3.754 | 0.00006880 |
| multi-input combinational | 1000 | 9392 | 0.1721 |
| sequential | 1024 | 30750 | 0.5636 |
| tap | 1768 | 2212 | 0.04054 |
| timing repair buffer | 384 | 4402 | 0.08068 |
## power breakdown
| group | total, mW | switching, mW | internal, mW |
|---|---|---|---|
| Clock | 7.76 | 3.46 | 4.30 |
| Combinational | 0.758 | 0.409 | 0.348 |
| Sequential | 6.36 | 0.0139 | 6.34 |
## cells by family after synthesis
family                 count (synthesis)  synth area share
multiplexers                         576            0.1446
AND-OR/OR-AND                        259           0.04509
flip-flops                          1024            0.7606
XOR/XNOR                               4         0.0008667
buffers and inverters                175           0.02618
AND/OR/NAND/NOR                      161           0.02266
## cell usage in the layout, fill, tap and decap left out, types with 2 or more instances in the layout
master	n
mux2i_1	507
mux2_1	12
nand4b_1	4
clkinv_16	2
nor3_4	4
inv_16	2
clkdlybuf4s50_1	185
clkinvlp_2	29
inv_1	1039
nand4bb_4	6
nand2_2	11
edfxtp_1	1024
bufinv_16	29
or4b_4	2
dlygate4sd2_1	20
clkinv_4	2
clkdlybuf4s15_1	8
mux2_2	52
nand3_1	2
buf_12	79
xor2_1	3
nor2_1	2
nand3b_1	4
or4b_2	2
buf_6	2
inv_4	5
buf_4	86
o22ai_1	216
nor4_4	9
nor4_2	26
nand2_1	23
mux2i_2	5
nor2_4	28
or3b_2	3
o22ai_2	40
dlymetal6s2s_1	2
clkbuf_16	108
nor4_1	30
## per-layer routing
layer	track usage	share of wire
met3	0.1414	0.16
met1	0.1783	0.34
met4	0.06527	0.020
met5	0.01104	0.0012
met2	0.2605	0.49
## what timing repair did
item                       CTS  global route
buffers inserted             0             0
gates resized               82            34
setup endpoints to repair   31            18
pin swaps                   65            28
cloned                       0             0
Power and IR drop assume default switching activity.
